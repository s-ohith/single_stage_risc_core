`constraint.sdc`:
```
current_design riscv_core

set clk_period 4.1
set clk_io_pct 0.2

create_clock -name clk0 -period $clk_period [get_ports {clk}]

set non_clock_inputs [all_inputs -no_clocks]
set_input_delay [expr $clk_period * $clk_io_pct] -clock clk0 $non_clock_inputs
set_output_delay [expr $clk_period * $clk_io_pct] -clock clk0 [all_outputs]
```
`design.v`:
```
module alu(
    input wire [31:0] in1,
    input wire [31:0] in2,
    input wire [3:0] sel,
    output reg [31:0] result,
    output wire zero
);
    localparam ALU_ADD  = 4'b0000;
    localparam ALU_SUB  = 4'b0001;
    localparam ALU_AND  = 4'b0010;
    localparam ALU_OR   = 4'b0011;
    localparam ALU_XOR  = 4'b0100;
    localparam ALU_SLT  = 4'b0101;
    always @(*) begin
        case(sel)
            ALU_ADD: result = in1 + in2;
            ALU_SUB: result = in1 - in2;
            ALU_AND: result = in1 & in2;
            ALU_OR : result = in1 | in2;
            ALU_XOR: result = in1 ^ in2;
            ALU_SLT: result = ($signed(in1) < $signed(in2)) ? 32'b1 : 32'b0;
            default: result = 32'b0;
        endcase
    end
    assign zero = (result == 32'b0);
endmodule
module alu_cu (
    input  [1:0] alu_op,
    input  [2:0] funct3,
    input  [6:0] funct7,
    output reg [3:0] alu_ctrl
);
    always @(alu_op or funct3 or funct7) begin
        case (alu_op)
            2'b00: alu_ctrl = 4'b0000;  
            2'b01: alu_ctrl = 4'b0001;  
            2'b10: begin  
                case ({funct7, funct3})
                    {7'b0000000, 3'b000}: alu_ctrl = 4'b0000;  
                    {7'b0100000, 3'b000}: alu_ctrl = 4'b0001;  
                    {7'b0000000, 3'b111}: alu_ctrl = 4'b0010;  
                    {7'b0000000, 3'b110}: alu_ctrl = 4'b0011;  
                    {7'b0000000, 3'b100}: alu_ctrl = 4'b0100;  
                    default: alu_ctrl = 4'b1111;
                endcase
            end
            2'b11: begin  
                case (funct3)
                    3'b000: alu_ctrl = 4'b0000;  
                    3'b111: alu_ctrl = 4'b0010;  
                    3'b110: alu_ctrl = 4'b0011;  
                    default: alu_ctrl = 4'b1111;
                endcase
            end
            default: alu_ctrl = 4'b1111;
        endcase
    end
endmodule
module control_unit (
    input  [6:0] opcode,
    output reg       reg_write,
    output reg       alu_src,
    output reg       mem_to_reg,
    output reg       mem_read,
    output reg       mem_write,
    output reg       branch,
    output reg [1:0] alu_op
);
    always @(*) begin
        reg_write   = 0;
        alu_src     = 0;
        mem_to_reg  = 0;
        mem_read    = 0;
        mem_write   = 0;
        branch      = 0;
        alu_op      = 2'b00;
        case (opcode)
            7'b0110011: begin  
                reg_write  = 1;
                alu_src    = 0;
                alu_op     = 2'b10;
            end
            7'b0010011: begin  
                reg_write  = 1;
                alu_src    = 1;
                alu_op     = 2'b11;
            end
            7'b0000011: begin  
                reg_write  = 1;
                alu_src    = 1;
                mem_to_reg = 1;
                mem_read   = 1;
                alu_op     = 2'b00;
            end
            7'b0100011: begin  
                alu_src    = 1;
                mem_write  = 1;
                alu_op     = 2'b00;
            end
            7'b1100011: begin  
                branch     = 1;
                alu_op     = 2'b01;
            end
            default: begin
                reg_write  = 0;
            end
        endcase
    end
endmodule
module data_mem (
    input         clk,                 
    input         mem_read,            
    input         mem_write,           
    input  [31:0] address,             
    input  [31:0] write_data,          
    output reg [31:0] read_data        
);
    reg [31:0] memory [0:255];          
    initial begin
        memory[0] = 32'h0;
        memory[1] = 32'h1;
        memory[2] = 32'h2;
        memory[3] = 32'h3;
        memory[4] = 32'h4;
        memory[5] = 32'h5;
        memory[6] = 32'h6;
        memory[7] = 32'h7;
        memory[8] = 32'h8;
        memory[9] = 32'h9;
        memory[10] = 32'h10;
        memory[11] = 32'h11;
        memory[12] = 32'h12;
        memory[13] = 32'h13;
        memory[14] = 32'h14;
        memory[15] = 32'h15;
        memory[16] = 32'h16;
        memory[17] = 32'h17;
        memory[18] = 32'h18;
        memory[19] = 32'h19;
        memory[20] = 32'h20;
        memory[21] = 32'h21;
        memory[22] = 32'h22;
        memory[23] = 32'h23;
        memory[24] = 32'h24;
        memory[25] = 32'h25;
        memory[26] = 32'h26;
        memory[27] = 32'h27;
        memory[28] = 32'h28;
        memory[29] = 32'h29;
        memory[30] = 32'h30;
        memory[31] = 32'h31;
    end
    always @(posedge clk) begin
        if (mem_write) begin
            memory[address[9:2]] <= write_data;   
        end
    end
    always @(posedge clk) begin
        if (mem_read) begin
            read_data = memory[address[9:2]];  
        end else begin
            read_data = 32'b0;   
        end
    end
endmodule
 module imm_gen (
        input  [31:0] instruction,
        output reg [31:0] imm_out
    );
        wire [6:0] opcode = instruction[6:0];
        always @(*) begin
            case (opcode)
                7'b0000011,  
                7'b0010011:  
                    imm_out = {{20{instruction[31]}}, instruction[31:20]};
                7'b0100011:  
                    imm_out = {{20{instruction[31]}}, instruction[31:25], instruction[11:7]};
                7'b1100011:  
                    imm_out = {{19{instruction[31]}}, instruction[31], instruction[7], instruction[30:25], instruction[11:8], 1'b0};
                default:
                    imm_out = 32'b0;  
            endcase
        end
    endmodule
`timescale 1ns / 1ps
module Mux (a,b,s,c);
    input [31:0]a,b;
    input s;
    output [31:0]c;
    assign c = (~s) ? a : b ;
endmodule
module pc(
input clk,
input reset, 
input [31:0]pc_next,
output reg [31:0] pc
    );
    always@(posedge clk or posedge reset)
    begin
    if(reset)
    pc<=32'b0;
    else 
    pc<=pc_next;
    end
endmodule
module instr_mem(
input wire [31:0]pc,
output reg [31:0]instruction
    );
    reg [31:0] memory [0:255];
    initial
    begin
    $readmemh("D:\\Vivado\\risc\\risc.sim\\sim_1\\behav\\xsim\\program.mem", memory);
    end
    always@(*)
    begin
    instruction<=memory[pc[9:2]];
    end
endmodule
module reg_file(
input wire clk,
input wire reg_write,
input [4:0] rs1,rs2,rd,
input wire[31:0] write_data,
output wire [31:0] read_data1,
output wire [31:0] read_data2
    );
    reg [31:0]  reg_memory[31:0];
      integer i=0;
        initial
    begin
         reg_memory[0] = 32'h0;
         reg_memory[1] = 32'h1;
         reg_memory[2] = 32'h2;
         reg_memory[3] = 32'h3;
         reg_memory[4] = 32'h4;
         reg_memory[5] = 32'h5;
         reg_memory[6] = 32'h6;
         reg_memory[7] = 32'h7;
         reg_memory[8] = 32'h8;
         reg_memory[9] = 32'h9;
         reg_memory[10] = 32'h10;
         reg_memory[11] = 32'h11;
         reg_memory[12] = 32'h12;
         reg_memory[13] = 32'h13;
         reg_memory[14] = 32'h14;
         reg_memory[15] = 32'h15;
         reg_memory[16] = 32'h16;
         reg_memory[17] = 32'h17;
         reg_memory[18] = 32'h18;
         reg_memory[19] = 32'h19;
         reg_memory[20] = 32'h20;
         reg_memory[21] = 32'h21;
         reg_memory[22] = 32'h22;
         reg_memory[23] = 32'h23;
         reg_memory[24] = 32'h24;
         reg_memory[25] = 32'h25;
		 reg_memory[26] = 32'h26;
         reg_memory[27] = 32'h27;
         reg_memory[28] = 32'h28;
         reg_memory[29] = 32'h29;
         reg_memory[30] = 32'h30;
         reg_memory[31] = 32'h31;
    end
        assign read_data1 = (rs1 == 0) ? 32'b0 : reg_memory[rs1];   
    assign read_data2 = (rs2 == 0) ? 32'b0 : reg_memory[rs2];
    always@(posedge clk) begin
   if (reg_write && rd != 0)begin
    reg_memory[rd] <=write_data;
end
    end
endmodule
module riscv_core (
    input clk,
    input reset,
    output [31:0] pc_out,
    output [31:0] instruction_out,
    output [31:0] alu_result_out,
    output [31:0] reg_data1_out,
    output [31:0] reg_data2_out,
    output [31:0] write_data_out,
    output [31:0] mem_read_data_out,
    output[1:0]alu_op,
       output[3:0]alu_ctrl,
       output[4:0]rs_1,
       output [4:0]rs_2,
       output [31:0] imm_out1
);
    wire [31:0] pc_current;
    wire [31:0] pc_next;
    wire [31:0] pc_plus_4 = pc_current + 4;
    pc PC (
        .clk(clk),
        .reset(reset),
        .pc_next(pc_plus_4),
        .pc(pc_current)
    );
    wire [31:0] instruction;
    instr_mem IMEM (
        .pc(pc_current),
        .instruction(instruction)
    );
      wire [31:0] imm_out;
    imm_gen IMM (
        .instruction(instruction),
        .imm_out(imm_out)
    );
    wire [6:0] opcode  = instruction[6:0];
    wire [4:0] rd      = instruction[11:7];
    wire [2:0] funct3  = instruction[14:12];
    wire [4:0] rs1     = instruction[19:15];
    wire [4:0] rs2     = instruction[24:20];
    wire [6:0] funct7  = instruction[31:25];
    wire reg_write, alu_src, mem_to_reg, mem_read, mem_write, branch;
    control_unit CU (
        .opcode(opcode),
        .reg_write(reg_write),
        .alu_src(alu_src),
        .mem_to_reg(mem_to_reg),
        .mem_read(mem_read),
        .mem_write(mem_write),
        .branch(branch),
        .alu_op(alu_op)
    );
    wire [31:0] reg_data1, reg_data2;
    wire [31:0] write_data;
     reg write_enable_delay;
    always @(posedge clk or posedge reset) begin
        if (reset)
            write_enable_delay <= 0;
        else
            write_enable_delay <= reg_write;
    end
    reg_file RF (
        .clk(clk),
        .rs1(rs1),
        .rs2(rs2),
        .rd(rd),
        .reg_write(write_enable_delay),
        .write_data(write_data),
        .read_data1(reg_data1),
        .read_data2(reg_data2)
    );
    alu_cu ALU_CU (
        .alu_op(alu_op),
        .funct3(funct3),
        .funct7(funct7),
        .alu_ctrl(alu_ctrl)
    );
    wire [31:0] alu_input2;
    assign alu_input2 = (alu_src) ? imm_out : reg_data2;
    wire [31:0] alu_result;
    wire        zero;
    alu ALU (
        .in1(reg_data1),
        .in2(alu_input2),
        .sel(alu_ctrl),
        .result(alu_result),
        .zero(zero)
    );
    wire [31:0] mem_read_data;
    data_mem DMEM (
        .clk(clk),
        .mem_read(mem_read),
        .mem_write(mem_write),
        .address(alu_result),
        .write_data(reg_data2),
        .read_data(mem_read_data)
    );
    Mux M1(alu_result,mem_read_data,mem_to_reg,write_data);
    wire branch_taken = branch & zero;
    wire [31:0] branch_target = pc_current + imm_out;
    assign pc_next = (branch_taken) ? branch_target : pc_plus_4;
    assign pc_out            = pc_current;
    assign instruction_out   = instruction;
    assign alu_result_out    = alu_result;
    assign reg_data1_out     = reg_data1;
    assign reg_data2_out     = reg_data2;
    assign write_data_out    = write_data;
    assign mem_read_data_out = mem_read_data;
    assign rs_1 = rs1;
    assign rs_2= rs2;
    assign  imm_out1=imm_out;
endmodule
```
`run.sh`:
```
#!/bin/bash
# OpenROAD 26Q1-2900-gdf79404cd8, Yosys 0.63+post, stock flow scripts
make -C /OpenROAD-flow-scripts/flow DESIGN_CONFIG=/design/flow/config.mk WORK_HOME=/design/flow/orfs finish
```
`config.mk`:
```
export PLATFORM = sky130hd
export DESIGN_NAME = riscv_core
export DESIGN_NICKNAME = riscv_core
export VERILOG_FILES = /design/flow/design.v
export SDC_FILE = /design/flow/constraint.sdc
export NUM_CORES = 4
export LEC_CHECK = 1
export CORE_AREA = 10 10 113 113
export DIE_AREA = 0 0 123 123
export SYNTH_HDL_FRONTEND = slang
export SYNTH_MEMORY_MAX_BITS = 65536
```
==> CHANGELOG.md <==
### Changed

- H-tree levels: 2
- IO Port Bufs: 31
- Outcome: complete, no violations
- Synth Instances: 361
- # Cells Yosys: 361
- Peak VDD IR: 0.08885 mV
- Routed WL per cell: 11.85 µm
- DP Worst Slack: 2.043 ns
- Sw frac: 23.83%
- Hold endpoint: PC.pc[31]
- GR Util All Layers: 7.182%
- Setup Skew: 0.005892 ns
- Non-Filler Instances: 534
- Minimum clock period: 2.106 ns
- Rows: 37
- Largest family of logic cells by area: buffers and inverters
- RSZ-0062 raised after global routing: no
- Buf+Inv Stages, Crit Path: 1
- CTS tree: built
- Max Cap Viol: 0
- Routed vias: 1610
- Routed WL: 6330 µm
- Worst-path clk slew: 0.06 ns
- Post-Syn Area: 3181 µm²
- Die Width: 123 µm
- Synthesis Warnings: 0
- Routability cong.: 0.8234
- Clock sinks: 30
- Clock share of power: 43.5%
- Die Y: 123 µm
- Hold_buf cts: 0
- Pwr dens: 200.1 nW/µm²
- Distinct lib cells used: 25
- Max Transition Viols Final: 0
- Top delay family on crit path: buffers and inverters
- Largest net degree at the start of global routing: 31
- Vias in the first global route: 1862
- RR Endpoint: PC.pc[20]
- Sequential share of power: 52.2%
- Largest registers: PC.pc: 30 flops
- Setup TNS: 0 ns
- ANT nets after route: 0
- Area post-placement: 2740 µm²
- P_leak: 1.603 nW
- Core area: 10320 µm²
- Critical-path cell list: clkdlybuf4s50_1
- Adder Share, Synth: 0.3934%
- DIE AREA: 15130 µm²
- Grt ovf: 0
- Ys flops: 30
- Min-Delay Path Class: reg -> reg
- Worst Setup End Kind: output port
- Tool warnings: 25
- Fp util: 30.81%
- # setup viols final: 0
- Final setup margin: 1.994 ns
- Peak fanout along the critical path: 6
- CTS Buf Count: 5
- Root buf cell: clkbuf_8
- Final hold vios: 0
- Setup Buffers After CTS: 0
- Most numerous logic cell after layout: conb_1
- Pre-Repair DR Iteration Count: 3
- Syn_area_per_cell: 8.810 µm²
- Hold Path Depth: 1
- Fin crit share: 51.38%
- Flop2flop setup slack: 2.04 ns
- Clk latency late pin: 0.28 ns
- Synth mux share: 0%
- Fraction of layout cells with a size suffix above 1: 4.523%
- Ant diodes: 0
- Maximum root-to-sink buffer count: 2
- Yosys synthesis chip area: 3181 µm²
- Post-cts sizing count: 0
- Most frequent cells in the layout: conb_1, clkdlybuf4s50_1, dfrtp_1
- HP Start: PC.pc[31]
- Slew margin rel.: 62.82%
- Crit start category: register
- Drt first-iter violations: 65
- Max reg flops: 30
- Worst-Margin Slew: 0.5527 ns
- Cells after DPL: 526
- Design area: 2835 µm²
- Synth Area in Compound Gates: 0%
- Io pins: 274
- R2r startpoint: PC.pc[2]
- Area Overhead vs Synth: -10.86%
- CP Class: reg -> out
- DRC Markers: 0
- HPWL Detailed: 5581 µm
- CP peak stage delay: 0.54 ns
- XOR/XNOR Fraction of Synth Area: 7.946%
- Internal power: 0.4321 mW
- Initial antenna violation count: 0
- Combinational Power Share: 4.4%
- Slowest CP cell: clkdlybuf4s50_1
- Simple Share, Synth: 9.717%
- Max Freq: 474.7 MHz
- Via density: 3.015
- Layout Utilization: 27.46%
- Most flops, register: PC.pc
- Seq share, synth: 23.60%
- Crit path DRT: 3.28 ns
- First-pass GRT wire length: 9121 µm
- Arrival @ worst endpoint: 1.29 ns
- Switch Pwr: 0.1352 mW
- Cells on worst reg2reg path: 5
==> per-layer routing <==
layer  up-vias  share of wire, %  track usage (%)
met3        13                15            4.024
met1       748                32            6.790
li1        714                 -                -
met5         -                 0                0
met2       135                51            13.49
met4         0               1.4            1.019
==> power by group through the flow <==
stage / combinational, mW / sequential, mW / clock (mW)
after global routing: 0.0387 / 0.296 / 0.269
after CTS: 0.0311 / 0.296 / 0.252
final: 0.0248 / 0.296 / 0.247
==> how the worst max path moves through the flow <==
| stage | to | depth (start not counted) | from | slack (ns) |
|---|---|---|---|---|
| CTS | pc_out[6] | 1 | PC.pc[6] | 1.98 |
| global route | pc_out[6] | 1 | PC.pc[6] | 1.91 |
| finish | pc_out[6] | 1 | PC.pc[6] | 1.99 |
==> through the flow <==
stage | power (mW) | hold slack, ns
global route | 0.6030 | 0.5014
global placement | 0.3354 | 0.4604
floorplan | 0.4697 | 0.4244
detailed placement | 0.3320 | 0.4705
finish | 0.5673 | 0.4684
CTS | 0.5793 | 0.4795
==> synthesized netlist by cell type (all sizes together) <==
master	number	area share (%)
and3	2	0.39
nand2	9	1.1
nor2	7	0.83
nand4	9	2.2
xnor2	12	3.5
dfrtp	30	24
or4	1	0.35
nand3	8	1.7
or2	2	0.39
conb	1	0.12
buf	244	58
inv	5	0.59
ha	1	0.39
nor4	2	0.59
or3	3	0.79
nor3	9	1.4
xor2	16	4.4
==> cells by family after synthesis <==
family	after synthesis
adders and majority gates	1
buffers and inverters	249
and+or+nand+nor	52
xor gates and xnor gates	28
other	1
DFF	30
==> layout make-up <==
class                      count  area (µm²)
clock buffer                   6       82.58
clock inverter                 2       12.51
fill                        1079        7488
inverter                       5       18.77
multi-input combinational    323        1483
sequential                    30       750.7
tap                          136       170.2
timing repair buffer          32       317.8
No activity file was given, so power comes from the tool's default toggle rates.
